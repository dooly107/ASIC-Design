## ./run.sh

```bash
#!/bin/bash
# OpenROAD 26Q1-2900-gdf79404cd8, Yosys 0.63+post, stock flow scripts
make -C /OpenROAD-flow-scripts/flow DESIGN_CONFIG=/design/flow/config.mk WORK_HOME=/design/flow/orfs finish
```

## ./config.mk

```make
export PLATFORM = sky130hd
export DESIGN_NAME = flex_counter
export DESIGN_NICKNAME = flex_counter
export VERILOG_FILES = /design/flow/design.v
export SDC_FILE = /design/flow/constraint.sdc
export NUM_CORES = 4
export LEC_CHECK = 1
export CORE_AREA = 10 10 70 70
export DIE_AREA = 0 0 80 80
```

## ./constraint.sdc

```tcl
current_design flex_counter

set clk_period 2.4
set clk_io_pct 0.2

create_clock -name clk0 -period $clk_period [get_ports {clk}]

set non_clock_inputs [all_inputs -no_clocks]
set_input_delay [expr $clk_period * $clk_io_pct] -clock clk0 $non_clock_inputs
set_output_delay [expr $clk_period * $clk_io_pct] -clock clk0 [all_outputs]
```

## ./design.v

```verilog
`timescale 1ns/10ps
module flex_counter
  #(
    parameter NUM_CNT_BITS = 4
    )
  (
   input wire 			   clk,
   input wire 			   n_rst,
   input wire 			   clear,
   input wire 			   count_enable,
   input wire [(NUM_CNT_BITS-1):0] rollover_val,
   output reg [(NUM_CNT_BITS-1):0] count_out,
   output reg 			   rollover_flag
   );
   reg [(NUM_CNT_BITS-1):0] temp_count_out;
   reg 			    temp_rollover_flag;
   always_ff @ (posedge clk, negedge n_rst)
     begin
	if (n_rst == 1'b0)  
	  begin
	     count_out <= '0;
	     rollover_flag <= 1'b0;
	  end
	else
	  begin
	     count_out <= temp_count_out;
	     rollover_flag <= temp_rollover_flag;
	  end
     end  
   always_comb
     begin
	temp_count_out = count_out;
	if (clear == 1'b1)
	  begin
	     temp_count_out = '0;
	  end
	else
	  begin
	     if (count_enable == 1'b1)
	       begin
		  temp_count_out = temp_count_out + 1'b1;
		  if (temp_count_out > rollover_val)
		    begin
		       temp_count_out = 1'b1;
		    end
	       end
	  end  
     end  
   always_comb
     begin
	temp_rollover_flag = rollover_flag;
	if (clear == 1'b1)
	  begin
	     temp_rollover_flag = 1'b0;
	  end
	else
	  begin
	     if (temp_count_out == rollover_val)
	       begin
		  temp_rollover_flag = 1'b1;
	       end
	     else
	       begin
		  temp_rollover_flag = 1'b0;
	       end
	  end  
     end  
endmodule  
```

==> Changelog: implementation <==
### Physical design

- Largest net degree at the start of global routing: 10
- Synth flops: 5
- Vias in the first global route: between 500 and 600
- Share of post-route cells with drive strength above 1: 0.242
- Buffers on Ports: 12
- Setup slack after layout: 0.125 ns
- TNS Setup: 0 ns
- PD cells: between 300 and 400 nW/um2
- Tool Warnings: 25
- P_sw: just under 100 uW
- Power Internal: 217 uW
- Unrepaired setup endpoints after global routing: no
- Yosys warning tally: 1
- Area Overhead vs Synth: 43.7%
- H-tree depth: 1
- Ys cells: 68
- Crit path DAT: ~2.4 ns
- Gpl congestion: roughly 0.88
- Fillers: 374
- Clock Skew: between 0.002 and 0.0025 ns
- CTS max path bufs: 2
- Maximum VDD drop: 0.0000797 V
- # rows: 21
- Top post-synthesis cells by area: dfrtp_1 (21%), ha_1 (10%), inv_1 (5.0%)
- Mapped Cells: 68
- Tcrit/Tclk final: 0.948
- Seq pwr share: 0.298
- Req. time, crit path: 2.54 ns
- Max incr delay on CP: 0.43 ns
- Most numerous cell on the critical path: ha_1
- Worst Tran Pin Value: about 0.43 ns
- Gate Area: 418 um2
- Starting Density: 0.175
- Max-cap violations: 0
- CTS Hold Bufs: 0
- Diodes inserted: 0
- Die area: 6400 um2
- Root Driver: clkbuf_4
- Cell taking the most area after synthesis: dfrtp_1
- DPL Wire Length: 1.32 mm
- Clk sinks: 5
- Remaining antenna violation count after routing: 0
- Die H: ~80 um
- Crit path buf inv count: 1
- Congestion Overflow GR: 0
- Worst slew margin: 0.710
- Reg2Reg Depth: 8
- Clock power share: 0.302
- Final Setup Violations: 0
- Post-synthesis instance area: 598 um2
- Post_cts resized: 0
- DR WL/cell: approximately 12 um
- Sequential area share after synthesis: 0.209
- Io pins: 13
- Slowest-stage cell, CP: dfrtp_1
- Initial antenna violation count: 0
- Drt pass-1 iters: 4
- Post-DR vias/cell: 4.24
- Highest-count logic cell in the final layout: clkdlybuf4s50_1
- Pre-CTS WS: -0.0827 ns
- Yosys chip area: 598 um2
- Final Critical Period: 2.27 ns
- Clock Latency Late Sink: 0.24 ns
- Core Region: about 3400 um2
- DP Area: 833 um2
- Area leader share: 0.209
- Comb pwr share: 0.400
- Startpoint Class: register
- Final Util: 0.252
- Initial drt markers: 31
- Fin. max-slew vios: 0
- Max Fclk: 440 MHz
- First-pass GRT wire length: between 2 and 3 mm
- Pleak: 0.000348 uW
- Syn Area/Cell: 8.80 um2
- Hold Fails Final Rpt: 0
- Vias: 581
- CP Cell Sequence: ha_1 > ha_1 > nor2b_4 > o31ai_2 > buf_4 > a41oi_2 > xnor2_1 > nor4_2
- Kind of cell adding the most delay to the critical path: adder cells
- Total wire length: 1.59 mm
- Reg area: roughly 130 um2
- Postcts setup bufs: 0
- Final total power: 314 uW
- Clock-pin slew on the worst setup and hold paths: roughly 0.04 ns
- Hold Crit Class: input pin to async pin
- Die width: 80 um
- Most frequent cells in the layout: clkdlybuf4s50_1 (12), buf_4 (11), inv_1 (8)
- Critical path type: register to register
- GRT Total Usage: 0.0483
- Cts bufs inserted: 3
- Distinct lib cells used: 34
- Sw Ratio: 0.309
- # DRC: 0
- Status: finished, final reports clean
- Stages on worst setup path: 8
- Design area: 860 um2
- Worst setup EP type: register
- TritonCTS clock tree: done
- Crit Path Max Fanout: 5
-- routing by layer --
layer	track usage	up-vias	routed length, um
met5	0	-	0
met1	0.0704	255	789
met4	0.00704	0	0
met2	0.0682	27	626
met3	0.0159	0	171
li1	-	299	-
-- cells in the mapped netlist --
library cell and instances:
nor2_1 4, clkbuf_1 1, o2bb2ai_1 1, dfrtp_1 5, o2111ai_1 1, nand4_1 2
a2111oi_4 1, nand3_1 3, a41oi_2 1, o221ai_2 1, o211ai_1 1, nand2_1 3
buf_6 1, o31ai_2 1, o31a_1 1, a21boi_2 1, a2bb2oi_1 1, ha_1 5
buf_2 2, nor4_2 1, xnor2_1 3, a211oi_1 1, a21oi_1 2, nand3b_1 1
inv_1 8, o21ai_0 4, a21bo_1 1, o21a_1 1, a31oi_1 1, a21oi_2 1
nor2b_4 1, o41ai_1 1, nor3_1 4, xor2_1 2
-- power groups by stage --
stage | Combinational (uW) | Clock [uW] | Sequential (uW)
CTS | 126 | 99.9 | 93.5
global route | 138 | 101 | 93.9
finish | 126 | 94.9 | 93.6
-- registers in the layout, indices dropped and copies added (netlist names) --
register / flops
count_out: 4
rollover_flag: 1
-- kinds of logic after synthesis --
kind of cell	count (synthesis)	share of synthesized area
AND-OR/OR-AND	22	0.341
AND/OR/NAND/NOR	19	0.180
buffers and inverters	12	0.0920
XOR/XNOR	5	0.0732
adder cells (fa/ha/maj)	5	0.105
flip-flops	5	0.209
-- through the flow --
stage	hold WS [ns]	cells
after global placement	0.669	133
after detailed placement	0.682	133
after floorplan	0.184	68
after CTS	0.455	137
after global routing	0.464	137
final	0.459	137
-- area by class of cell --
class	instances	area share
multi-input cells	51	0.486
repair buffers	23	0.236
flip-flops and latches	5	0.146
well taps	46	0.0670
inverters	8	0.0349
clock buffers	4	0.0306
-- worst paths after layout --
| check | startpoint | endpoint | slack, ns |
|---|---|---|---|
| worst min-delay path | n_rst | count_out[3] | 0.46 |
| worst max register to register | count_out[1] | rollover_flag | 0.13 |
| min in group clk0 | count_out[0] | count_out[0] | 0.69 |
| max in group asynchronous | n_rst | count_out[0] | 1.76 |
| worst min register to register | count_out[0] | count_out[0] | 0.69 |
| worst max-delay path | count_out[1] | rollover_flag | 0.13 |
Power figures rest on the tool's default switching activity, not on a simulated workload.
