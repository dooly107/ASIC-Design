<file path="design/flow/run.sh">
#!/bin/bash
# OpenROAD 26Q1-2900-gdf79404cd8, Yosys 0.63+post, stock flow scripts
make -C /OpenROAD-flow-scripts/flow DESIGN_CONFIG=/design/flow/config.mk WORK_HOME=/design/flow/orfs finish
</file>
<file path="design/flow/config.mk">
export PLATFORM = sky130hd
export DESIGN_NAME = flex_pts_sr
export DESIGN_NICKNAME = flex_pts_sr
export VERILOG_FILES = /design/flow/design.v
export SDC_FILE = /design/flow/constraint.sdc
export NUM_CORES = 4
export LEC_CHECK = 1
export CORE_AREA = 10 10 70 70
export DIE_AREA = 0 0 80 80
</file>
<file path="design/flow/constraint.sdc">
current_design flex_pts_sr

set clk_period 1.2
set clk_io_pct 0.2

create_clock -name clk0 -period $clk_period [get_ports {clk}]

set non_clock_inputs [all_inputs -no_clocks]
set_input_delay [expr $clk_period * $clk_io_pct] -clock clk0 $non_clock_inputs
set_output_delay [expr $clk_period * $clk_io_pct] -clock clk0 [all_outputs]
</file>
<file path="design/flow/design.v">
module flex_pts_sr
  #(
    parameter NUM_BITS =4,
    parameter SHIFT_MSB = 1'b1
    )
   (
    input wire 		      clk, n_rst, shift_enable, load_enable,
    input wire [NUM_BITS-1:0] parallel_in,
    output reg 		      serial_out
    );
   reg [NUM_BITS-1:0] 	      parallel;
   reg [NUM_BITS-1:0] 	      parallel_nxt;
   reg 			      serial;
   reg 			      x;
   always_comb
     begin
	if(load_enable)
	  begin
	     parallel_nxt = parallel_in;
	     serial_out = parallel_nxt[NUM_BITS - 1];
	  end
	else
	  begin
	     if(shift_enable)
	       begin
		  if(SHIFT_MSB ==1 )begin
		     parallel_nxt = {parallel[NUM_BITS-2:0],1'b1};
		     serial_out = parallel[NUM_BITS-2];
		  end
		  else
		    begin
		       parallel_nxt= {1'b1,parallel[NUM_BITS-1:1]};
		       serial_out = parallel[0];
		    end
	       end
	     else
	       begin
		  parallel_nxt = parallel;
		  serial_out = 1;
	       end  
	  end
     end  
   always_ff @(posedge clk, negedge n_rst)
     begin
	if(n_rst == 0 )
	  begin
	     parallel <= '1;
	  end
	else
	  begin
	     parallel<= parallel_nxt;
	  end
     end  
   endmodule
</file>
==> impl_metrics.json <==
{
  "track_usage": 0.0169,
  "yosysChipArea_um2": 145,
  "clk_path_buf_depth": 2,
  "vias": 150,
  "chip_area_um2": 6400,
  "pre_cts_ws_ns": -0.433,
  "clockPowerShare": 0.495,
  "power.internal_w": 0.000278,
  "ys.warnings.count": 1,
  "cts_tree": "yes",
  "pin_count": 9,
  "syn_area_um2": 145,
  "antenna_found_initial": 0,
  "ys_ff": 3,
  "hold_buffers": 0,
  "r2r_cells": 2,
  "clkLatencyLatePin_ns": 0.23,
  "hold_viol_final": 0,
  "critPathRequiredTime_ns": 0.96,
  "start_kind": "flop",
  "viasPerCell": 2.00,
  "clk_pin_slew_ns": 0.04,
  "timing.hold.ws_ns": 0.383,
  "met1_length_um": 205,
  "reg2reg_from": "parallel[2]",
  "path_class": "reg -> out",
  "tightest_slew_ns": 0.131,
  "max_flop_register": "parallel",
  "finalClockPeriodUsage": 1.04,
  "route.met2.wl_um": 135,
  "period_minus_slack_ns": 1.25,
  "power_density_nw_per_um2": 1100,
  "routed_wl_um": 478,
  "largest_area_cell": "dfstp_2",
  "status": "complete, but fails checks",
  "ir_drop_mv": 0.203,
  "p_sw_w": 0.0000756,
  "io_buffers": 8,
  "endpoint_kind": "output pin",
  "fp_util": 0.0425,
  "grt_pass1_wl_um": 828,
  "dp_hpwl_um": 363,
  "die_h_um": 80,
  "maxSlewViolCount": 0,
  "drive_gt1_frac": 0.345,
  "violations": "negative setup slack",
  "total_leakage_power_nw": 0.124,
  "top_area_frac": 0.543,
  "grt_pass1_vias": 188,
  "clock_skew_ns": 0.00173,
  "seq_power_share": 0.351,
  "cap_viol_max_count": 0,
  "fin_ws_ns": -0.0463,
  "reg.largest.list": "parallel: 3 flops",
  "maxUsedRoutingLayer": "met3",
  "worstPathMaxFanout": 2,
  "finalSetupViolCount": 1,
  "dr.pass1.iters": 3,
  "drc": 0,
  "cts_sinks": 3,
  "hold_class": "in -> async",
  "grt-ovfl-total": 0,
  "largest_reg_flops": 3,
  "grt_max_degree": 7,
  "topCellsByArea": "dfstp_2, mux2i_1, nand2_1",
  "met3_wirelength_um": 136,
  "startpoint": "parallel[2]",
  "avgRoutedWirePerCell_um": 6.37,
  "power.share.combinational": 0.154,
  "warnings": 27,
  "drt_iter0_markers": 1,
  "die_x_um": 80,
  "antenna_cells": 0,
  "gp_congestion": 0.786,
  "htreeDepth": 1,
  "syn_to_final_growth_pct": 122,
  "avgSynthCellArea_um2": 9.68,
  "p_sw_frac": 0.214,
  "root_buffer": "clkbuf_4",
  "rsz0062_at_grt": "true",
  "rows": 21,
  "synthCells": 15,
  "timing.fmax_mhz": 802,
  "slew_headroom": 0.910,
  "synth.distinct_cells": 9,
  "ys_cells": 15,
  "arrival_ns": 1.01,
  "yosys.stat.seqShare": 0.543,
  "core_area_um2": 3420,
  "cts_buffers": 3,
  "final_antenna_net_count": 0
}
-- final timing paths --
kind | to | slack (ns)
worst min register to register | parallel[0] | 0.53
worst max-delay path | serial_out | -0.05
worst min-delay path | parallel[0] | 0.38
max in group asynchronous | parallel[2] | 0.79
min in group clk0 | parallel[1] | 0.49
worst max register to register | parallel[2] | 0.38
-- per-stage QoR --
stage / util / power (W) / TNS (ns) / std cells / area (µm²)
finish: 0.0941 / 0.000354 / -0.0463 / 75 / 322
global route: 0.0941 / 0.000375 / -0.110 / 75 / 322
CTS: 0.0941 / 0.000367 / -0.0618 / 75 / 322
detailed placement: 0.0872 / 0.000183 / -0.433 / 71 / 298
global placement: 0.0872 / 0.000181 / -0.426 / 71 / 298
floorplan: - / 0.000140 / 0 / 15 / 145
-- layout by cell type (no fill, tap or decap), drive strengths merged --
master | Yosys | final
clkdlybuf4s50 | 0 | 5
clkbuf | 0 | 4
nand2 | 3 | 3
dfstp | 3 | 3
o21ai | 3 | 3
buf | 0 | 3
mux2i | 2 | 2
dlygate4sd2 | 0 | 2
inv | 1 | 1
nor3b | 1 | 1
a21oi | 1 | 1
nor2 | 1 | 1
-- area by class of cell --
class,instances,area (µm²)
clock buffer,4,26.3
tap,46,57.6
multi-input combinational,11,67.6
inverter,1,3.75
fill,402,3090
timing repair buffer,10,87.6
sequential,3,78.8
-- metal layers --
layer / track usage / vias to the layer above
met5: 0 / -
met4: 0.00704 / 0
met3: 0.0239 / 0
met2: 0.0169 / 9
met1: 0.0180 / 63
li1: - / 78
-- timing repair --
action,4_1_cts,5_1_grt
hold endpoints to repair,0,0
pin swaps,1,0
resized,6,0
setup endpoints to repair,1,1
setup buffers,0,0
-- power by group through the flow --
stage / Sequential [W] / Combinational (W) / Clock, W
6_report: 0.000124 / 0.0000543 / 0.000175
5_1_grt: 0.000126 / 0.0000622 / 0.000187
4_1_cts: 0.000124 / 0.0000544 / 0.000189
-- critical path: stages (launching register included) --
cell and delay, ns:
dfstp_2 0.53, nor3b_2 0.04, a21oi_1 0.10, buf_2 0.11
-- kinds of logic after synthesis --
| logic type | synth area share |
|---|---|
| AOI/OAI and AO/OA | 0.138 |
| buffers and inverters | 0.0258 |
| DFF | 0.543 |
| muxes | 0.138 |
| and+or+nand+nor | 0.155 |
-- synth_stat cells --
master,count
o21ai_0,1
nand2_1,3
nor2_1,1
dfstp_2,3
mux2i_1,2
a21oi_1,1
nor3b_1,1
inv_1,1
o21ai_1,2
Power is estimated from default activity; no workload was simulated.
